--- design.v ---
`timescale 1ns / 1ps
module LcdController(
    input writeEnable,
    input [4:0] location,
    input [7:0] data,
	 input clk,
	 output wire [7:0] readData,
    output reg [11:8] SF_D, 
    output reg LCD_E,
    output reg LCD_RS,
    output reg LCD_RW
    );
	parameter CLEAR_DISPLAY = 8'b1;
	parameter S0 = 3'b000, S1 = 3'b001, S2 = 3'b010, S3 = 3'b011, S4 = 3'b100, SDone = 3'b111;
	reg [7:0] characters[31:0];
	reg [4:0] sendAddress;
	reg [7:0] sendData;
	reg pulseLcdE, pulseLcdEAck;
	reg [3:0] pulseLcdDelay;
	reg sendEnable, upperNibble, initialize, functionSet, entryModeSet, displayOn, clearDisplay, cursorLeft;
	reg [19:0] delay; 
	reg [2:0] state;
	assign readData = characters[location];
	initial begin
		LCD_E = 0;
		LCD_RS = 0;
		LCD_RW = 0;
		sendAddress = 0;
		sendData = 0;
		pulseLcdE = 0;
		pulseLcdEAck = 0;
		pulseLcdDelay = 0;
		sendEnable = 0;
		upperNibble = 1;
		initialize = 1;
		functionSet = 0;
		entryModeSet = 0;
		displayOn = 0;
		clearDisplay = 0;
		cursorLeft = 0;
		state = S0;
		delay = 750000;
	end
	always @(posedge clk) begin
		if(writeEnable == 1)
			characters[location] <= data;
		if(pulseLcdE == 1) begin
			if(pulseLcdEAck == 0) begin
				LCD_E = 0;
				pulseLcdDelay = 12;
				pulseLcdEAck <= 1;
			end
			else begin
				if(pulseLcdDelay == 0) begin
					LCD_E = 0;
					pulseLcdE <= 0;
					pulseLcdEAck <= 0;
				end
				else begin
					LCD_E = 1;
					pulseLcdDelay = pulseLcdDelay - 1;
				end
			end
		end
		else if(delay == 0) begin
			if(sendEnable == 1) begin 
				if(upperNibble == 1) begin
					SF_D = sendData[7:4];
					LCD_RW = 0;
					pulseLcdE <= 1; 
					delay <= 50;
					upperNibble <= 0;
				end
				else begin
					SF_D = sendData[3:0];
					LCD_RW = 0;
					pulseLcdE <= 1;
					delay <= 2000;
					upperNibble <= 1;
					sendEnable <= 0;
				end
			end
			else if(initialize == 1) begin
				case(state)
					S0: begin
						SF_D = 4'h3;
						pulseLcdE <= 1;
						delay <= 2050000;
						state <= S1;
					end
					S1: begin
						SF_D = 4'h3;
						pulseLcdE <= 1;
						delay <= 5000;
						state <= S2;
					end
					S2: begin
						SF_D = 4'h3;
						pulseLcdE <= 1;
						delay <= 2000;
						state <= S3;
					end
					S3: begin
						SF_D = 4'h2;
						pulseLcdE <= 1;
						functionSet <= 1;
						entryModeSet <= 1;
						displayOn <= 1;
						clearDisplay <= 1;
						delay <= 2000;
						state <= SDone;
					end
					default: begin
						initialize <= 0;
						state <= S0;
					end
				endcase
			end
			else if(functionSet == 1) begin
				LCD_RS = 0;
				LCD_RW = 0;
				sendData <= 8'b0010_10xx;
				sendEnable <= 1;
				functionSet <= 0;
			end
			else if(entryModeSet == 1) begin
				LCD_RS = 0;
				LCD_RW = 0;
				sendData <= 8'b0000_0110;
				sendEnable <= 1;
				entryModeSet <= 0;
			end
			else if(displayOn == 1) begin
				LCD_RS = 0;
				LCD_RW = 0;
				sendData <= 8'b0000_1100;
				sendEnable <= 1;
				displayOn <= 0;
			end
			else if(clearDisplay == 1) begin
				case(state)
					S0: begin
						LCD_RS = 0;
						LCD_RW = 0;
						sendData <= 8'h01;
						sendEnable <= 1;
						state <= S1;
					end
					S1: begin
						delay <= 82000;
						state <= SDone;
					end
					default: begin
						clearDisplay <= 0;
						state <= S0;
					end
				endcase
			end
			else if(cursorLeft == 1) begin
				LCD_RS = 0;
				LCD_RW = 0;
				sendData <= 8'b0001_00xx;
				sendEnable <= 1;
				cursorLeft <= 0;
			end
			else begin
				case(state)
					S0: begin
						LCD_RS = 0;
						LCD_RW = 0;
						sendAddress <= sendAddress + 1;
						if(sendAddress < 16)
							sendData <= {8'b1000, sendAddress[3:0]};
						else
							sendData <= {8'b1100, sendAddress[3:0]};
						sendEnable <= 1;
						state <= S1;
						if(sendAddress == 0)
							delay <= 50000000;  
					end
					S1: begin
						LCD_RS = 1;
						LCD_RW = 0;
						if(characters[sendAddress - 1] == 0)
							sendData <= 8'h20;
						else
							sendData <= characters[sendAddress - 1];
						sendEnable <= 1;
						state <= S0;
					end
					default: state <= S0;
				endcase
			end
		end
		else begin
			delay <= delay - 1;
			if(sendEnable == 1 & upperNibble == 1) begin
				SF_D = sendData[7:4];
				LCD_RW = 0;
			end
			else
				LCD_RW = 1;
		end 
	end
endmodule
`timescale 1ns / 1ps
module Main(
	 input rotA,
	 input rotB,
	 input rotCenter,
	 input clk,
	 output wire [11:8] SF_D, 
    output wire LCD_E,
    output wire LCD_RS,
    output wire LCD_RW
    );
	wire right, left, down;
	wire [63:0] displayName;
	wire [63:0] displayValue;
	assign displayName = 64'h50433A20414C553A;
	RegisterDisplay registerDisplay (
		.displayNameBus(displayName),
		.displayValueBus(displayValue),
		.left(left),
		.right(right),
		.clk(clk),
		.SF_D(SF_D), 
		.LCD_E(LCD_E), 
		.LCD_RS(LCD_RS), 
		.LCD_RW(LCD_RW)
	);	
	RotaryButtonInterpret rotaryButtonInterpret (
		.rotA(rotA), 
		.rotB(rotB), 
		.rotCenter(rotCenter), 
		.clk(clk), 
		.right(right), 
		.left(left), 
		.down(down)
	);
	always @(posedge clk) begin
		if(down == 1)
			displayValue <= displayValue - 1;
	end
endmodule
`timescale 1ns / 1ps
module RegisterDisplay(
    input [63:0] displayNameBus,
    input [63:0] displayValueBus,
	 input left, 
	 input right,
	 input clk,
	 output wire [11:8] SF_D, 
    output wire LCD_E,
    output wire LCD_RS,
    output wire LCD_RW
    );
	wire [31:0] displayName [1:0];
	wire [31:0] displayValue [1:0];
	reg displayFirst;  
	assign {displayName[0], displayName[1]} = displayNameBus;
	assign {displayValue[0], displayValue[1]} = displayValueBus;
	wire [7:0] hexAsciiMap[15:0];
	assign {hexAsciiMap[0], hexAsciiMap[1], hexAsciiMap[2], hexAsciiMap[3],
		hexAsciiMap[4], hexAsciiMap[5], hexAsciiMap[6], hexAsciiMap[7],
		hexAsciiMap[8], hexAsciiMap[9], hexAsciiMap[10], hexAsciiMap[11],
		hexAsciiMap[12], hexAsciiMap[13], hexAsciiMap[14], hexAsciiMap[15]} = 128'h30313233343536373839414243444546;
	reg [7:0] updateScreen;
	reg lcdWriteEnable;
	reg [4:0] lcdLocation;
	reg [7:0] writeCharacter;
	LcdController lcdController (
		.writeEnable(lcdWriteEnable), 
		.location(lcdLocation), 
		.data(writeCharacter),
		.clk(clk), 
		.SF_D(SF_D), 
		.LCD_E(LCD_E), 
		.LCD_RS(LCD_RS), 
		.LCD_RW(LCD_RW)
	);
	initial begin
		updateScreen = 0;
		displayFirst = 0;
		lcdLocation = 0;
		writeCharacter = 0;
		lcdWriteEnable = 0;
	end
	always @(posedge clk) begin
		if(updateScreen == 8'hFF) begin
			lcdLocation = lcdLocation + 1;
			if(lcdLocation == 11)
				lcdLocation = 16;
			else if(lcdLocation == 27) begin
				updateScreen <= 0;
				lcdLocation = 0;
			end
			case(lcdLocation)
				0: writeCharacter <= displayName[displayFirst][31:24];
				1: writeCharacter <= displayName[displayFirst][23:16];
				2: writeCharacter <= displayName[displayFirst][15:8];
				3: writeCharacter <= displayName[displayFirst][7:0];
				4: writeCharacter <= hexAsciiMap[displayValue[displayFirst][31:28]];
				5: writeCharacter <= hexAsciiMap[displayValue[displayFirst][27:24]];
				6: writeCharacter <= hexAsciiMap[displayValue[displayFirst][23:20]];
				7: writeCharacter <= hexAsciiMap[displayValue[displayFirst][19:16]];
				8: writeCharacter <= hexAsciiMap[displayValue[displayFirst][15:12]];
				9: writeCharacter <= hexAsciiMap[displayValue[displayFirst][11:8]];
				10: writeCharacter <= hexAsciiMap[displayValue[displayFirst][7:4]];
				11: writeCharacter <= hexAsciiMap[displayValue[displayFirst][3:0]];
				16: writeCharacter <= displayName[displayFirst + 1][31:24];
				17: writeCharacter <= displayName[displayFirst + 1][23:16];
				18: writeCharacter <= displayName[displayFirst + 1][15:8];
				19: writeCharacter <= displayName[displayFirst + 1][7:0];
				20: writeCharacter <= hexAsciiMap[displayValue[displayFirst + 1][31:28]];
				21: writeCharacter <= hexAsciiMap[displayValue[displayFirst + 1][27:24]];
				22: writeCharacter <= hexAsciiMap[displayValue[displayFirst + 1][23:20]];
				23: writeCharacter <= hexAsciiMap[displayValue[displayFirst + 1][19:16]];
				24: writeCharacter <= hexAsciiMap[displayValue[displayFirst + 1][15:12]];
				25: writeCharacter <= hexAsciiMap[displayValue[displayFirst + 1][11:8]];
				26: writeCharacter <= hexAsciiMap[displayValue[displayFirst + 1][7:4]];
				27: writeCharacter <= hexAsciiMap[displayValue[displayFirst + 1][3:0]];
				default: writeCharacter <= 8'hxx;
			endcase
			lcdWriteEnable <= 1;
		end
		else
			updateScreen <= updateScreen + 1;
		if(right == 1) begin
			displayFirst <= displayFirst + 1;
		end
		if(left == 1) begin
			displayFirst <= displayFirst - 1;
		end
	end
endmodule
`timescale 1ns / 1ps
module RotaryButtonInterpret(
    input rotA,
    input rotB,
    input rotCenter,
	 input clk,
    output reg right,
    output reg left,
    output reg down
    );
	reg rotaryQ1, rotaryQ2, rotaryQ1Delay, downAck;
	reg [8:0] debounce; 
	initial begin
		rotaryQ1 = 1;
		rotaryQ2 = 0;
		rotaryQ1Delay = 1;
		debounce = 0;
	end
	always @(posedge clk) begin
		case ({rotB, rotA})
			2'b00: begin 
				rotaryQ1 <= 0; 
				rotaryQ2 <= rotaryQ2; 
			end
			2'b01: begin 
				rotaryQ1 <= rotaryQ1;
				rotaryQ2 <= 0;
			end
			2'b10: begin
				rotaryQ1 <= rotaryQ1;
				rotaryQ2 <= 1;
			end
			2'b11: begin
				rotaryQ1 <= 1;
				rotaryQ2 <= rotaryQ2;
			end
		endcase 
		rotaryQ1Delay <= rotaryQ1;
		if(rotaryQ1 == 1 && rotaryQ1Delay == 0) begin
			if(rotaryQ2 == 1) begin
				left <= 0;
				right <= 1;
			end
			else if(rotaryQ2 == 0) begin
				left <= 1;
				right<= 0;
			end
		end
		else begin  
			left <= 0;
			right <= 0;
		end
		if(rotCenter == 0) begin
			debounce <= 0;
			down <= 0;
			downAck <= 0;
		end
		else if(debounce == 9'hFFF && downAck == 0) begin
			down <= 1;
			downAck <= 1;
		end
		else if(downAck == 1)
			down <= 0;
		else
			debounce <= debounce + 1;
	end
endmodule
--- run.sh ---
#!/bin/bash
# OpenROAD 26Q1-2900-gdf79404cd8, Yosys 0.63+post, stock flow scripts
make -C /OpenROAD-flow-scripts/flow DESIGN_CONFIG=/design/flow/config.mk WORK_HOME=/design/flow/orfs finish
--- config.mk ---
export PLATFORM = sky130hd
export DESIGN_NAME = Main
export DESIGN_NICKNAME = Main
export VERILOG_FILES = /design/flow/design.v
export SDC_FILE = /design/flow/constraint.sdc
export NUM_CORES = 4
export LEC_CHECK = 1
export CORE_UTILIZATION = 50
--- constraint.sdc ---
current_design Main

set clk_period 11.9
set clk_io_pct 0.2

create_clock -name clk0 -period $clk_period [get_ports {clk}]

set non_clock_inputs [all_inputs -no_clocks]
set_input_delay [expr $clk_period * $clk_io_pct] -clock clk0 $non_clock_inputs
set_output_delay [expr $clk_period * $clk_io_pct] -clock clk0 [all_outputs]
==> run_results.csv <==
group,metric,value,unit
detailed_routing,antenna_cells,0,
logic_synthesis,ys_cells,1601,
detailed_routing,drt_pre_antenna_iters,5,
setup_path,cp-end-kind,"register",
logic_synthesis,enable_flop_cells,367,
pwr,leakagePower,0.00784,uW
cts,cts.htree.levels,2,
sta,tightestPinTransition,0.950,ns
logic_synthesis,ys.warnings.count,6,
setup_path,critical_path.cell_chain,"ha_1 -> and2_1 -> o21ai_0 -> a21oi_1 -> ha_1 -> inv_1 -> nor3_1 -> nand2_1 -> o221ai_1 -> or4_1 -> or4_1 -> or3_1",
grt,grt_start_max_net_pins,113,
sta,final_hold_vio_count,0,
cts,cts_hold_repair.buffers,0,
setup_path,worstPathBufferInverterCount,1,
die,die_height,202,um
place,buffer_ports.inserted,10,
cts,ctsLongestPathBuffers,3,
pwr,ir_worst_vdd,0.0000932,V
detailed_routing,routed_via_density,5.84,
run,log.warning_count,51,
logic_synthesis,post_synth_instance_area,20100,um2
grt,grt_pass1_vias,12700,
logic_synthesis,yosys.area.top_type_share,0.549,
logic_synthesis,synthesis.instances,1601,
detailed_routing,drt-wirelength-per-cell,20.2,um
cts,cts_tree,"yes",
pwr,power.density_cell_area,129,nW/um2
logic_synthesis,synth_area_leader_cell,"edfxtp_1",
cts,cts-resized-gates,0,
setup_path,cpMaxStageDelayCell,"edfxtp_1",
setup_path,critPathMaxFanout,16,
setup_path,cpPeakStageDelay,0.54,ns
grt,overflow,0,
setup_path,worst_ep_required_time,12.22,ns
sta,rsz0062_at_grt,"false",
detailed_routing,detailroute.via_count,12600,
hold_path,hold_path_class,"reg -> reg",
setup_path,arrival,4.97,ns
sta,timing.final.max_slew_violations,0,
cts,cts_sinks,382,
die,die_width,202,um
die,top_level_ports,11,
status,outcome,"completed",
cts,clock_latency_at_the_later_pin_of_the_worst_skew_pair,0.58,ns
logic_synthesis,avgSynthCellArea,12.5,um2
sta,tns,0,ns
sta,final_period_minus_worst_setup_slack,4.65,ns
grt,grt_pass1_wl,69900,um
detailed_routing,first_iter_violations,648,
place,place.detailed.hpwl,29600,um
logic_synthesis,synthDistinctLibCells,72,
sta,slew_headroom,0.365,
layout,layout-drive-gt1-share,0.134,
logic_synthesis,dominantRegCellSynth,"edfxtp_1",
die,core_util_floorplan,0.506,
cts,cts-buffers-inserted,43,
sta,finalSetupViolCount,0,
cts,ctsRootBufferMaster,"clkbuf_16",
detailed_routing,ant_nets,0,
logic_synthesis,ys_top_cells_by_area,"edfxtp_1 55%, mux4_2 7.0%, mux2i_1 3.8%",
grt,antenna_found_initial,0,
sta,final.period_utilization,0.391,
logic_synthesis,synthArstFlopShare,0,
grt,globalRouteTotalUtil,0.239,
setup_path,top_cell_family_by_delay_on_the_critical_path,"simple AND/OR/NAND/NOR gates",
setup_path,critical_path.startpoint_type,"register",
logic_synthesis,yosys-stat-area,20100,um2
place,place.gp.congestion,0.977,
layout,layout.core_utilization,0.558,
die,std_cell_rows,73,
cts,cts.clk_slew.worst_paths,0.06,ns
setup_path,timing_worst_setup_path_type,"reg -> reg",
detailed_routing,drc_errors,0,
detailed_routing,drt_wl_total,43700,um
sta,worst_clock_skew,0.0220,ns
die,die_area,40900,um2
logic_synthesis,ys_seq_frac,0.564,
cts,post-cts-setup-buffers,0,
layout,synthToLayoutAreaGrowth,10.2,%
logic_synthesis,yosys_register_bits,382,
run,max_cap_viol_count,0,
die,core-area,39600,um2
sta,fmax,215,MHz
## logic make-up (layout without fill, tap and decap cells)
group                    Yosys count  after routing  synth area share
other                              1              1          0.000187
AND/OR/NAND/NOR                  546            546             0.139
multiplexers                     172            172             0.127
buffers and inverters            138            177            0.0286
AND-OR/OR-AND                    218            218            0.0697
XOR/XNOR                          94             94            0.0410
flip-flops                       382            382             0.564
adder cells (fa/ha/maj)           50             50            0.0312
## where the power goes
part	leakage (uW)	total [uW]	internal, uW	switching, uW
logic	0.00324	114	45.9	67.7
registers	0.00393	1460	1450	1.96
clock network	0.000669	1290	756	535
total	0.00784	2860	2260	604
## cell usage after synthesis (all sizes together) (39+ instances only)
cell and count:
inv 60, xor2 45, o21ai 63, mux2i 76, nand3 46, ha 50
nor3 71, nand2 137, edfxtp 367, mux4 62, clkbuf 50, nor2 129
xnor2 49, a21oi 39
## per-stage QoR
step | setup WS, ns | hold WS, ns | instance area [um2] | power (uW) | instances
2_1_floorplan | 7.68 | 0.355 | 20100 | 1570 | 1601
3_3_place_gp | 7.35 | 0.363 | 20700 | 1600 | 2088
3_5_place_dp | 7.25 | 0.378 | 20700 | 1600 | 2088
4_1_cts | 7.26 | 0.389 | 22100 | 2890 | 2165
5_1_grt | 6.94 | 0.394 | 22100 | 2960 | 2165
6_report | 7.25 | 0.393 | 22100 | 2860 | 2165
## placed cells by master (no fill, tap or decap), types with 7 or more instances in the layout
cell type        instances
a21oi_1                 38
nand2b_1                14
o21ai_0                 62
xor2_1                  45
nor2b_1                 19
nor3_1                  65
mux2_2                  34
dfxtp_1                 14
o211ai_1                14
o22ai_1                 16
a31oi_1                  8
or3_1                   24
nand2_1                137
mux2i_1                 76
clkinv_1                 9
nor4_1                  17
nand4_1                 12
a211o_1                  7
xnor2_1                 47
clkinv_2                 7
inv_1                   60
clkbuf_16               43
nor2_1                 129
nor3b_1                 11
nand3b_1                 8
edfxtp_1               367
and2_1                  14
or4_1                   12
buf_4                   28
a211oi_1                20
nand3_1                 45
ha_1                    49
mux4_2                  62
clkbuf_1                 7
clkdlybuf4s50_1         10
## sequential cells by signal, summed over array words and instances, names as in the netlist, 3 cells and up
signal,flops
registerDisplay.lcdController.state,3
registerDisplay.updateScreen,8
registerDisplay.lcdController.delay,20
displayValue,64
registerDisplay.lcdLocation,5
rotaryButtonInterpret.debounce,9
registerDisplay.lcdController.pulseLcdDelay,4
registerDisplay.lcdController.characters,224
registerDisplay.lcdController.sendAddress,5
registerDisplay.lcdController.SF_D,4
registerDisplay.lcdController.sendData,8
registerDisplay.writeCharacter,7
## path summary, 6_finish.rpt
check                                                      endpoint  depth (start not counted)                            from  slack (ns)
worst max-delay path              registerDisplay.writeCharacter[4]                         12  registerDisplay.lcdLocation[0]        7.25
worst min-delay path            rotaryButtonInterpret.rotaryQ1Delay                          0  rotaryButtonInterpret.rotaryQ1        0.39
worst max register to register    registerDisplay.writeCharacter[4]                         12  registerDisplay.lcdLocation[0]        7.25
worst min register to register  rotaryButtonInterpret.rotaryQ1Delay                          0  rotaryButtonInterpret.rotaryQ1        0.39
## metal layers
metal | vias to the layer above | global-route usage | routed length [um]
met3 | 82 | 0.0758 | 2890
met5 | - | 0 | 0
met1 | 6138 | 0.361 | 18000
li1 | 6091 | - | -
met4 | 0 | 0.0661 | 1490
met2 | 336 | 0.365 | 21300
## final cells by class
cell class / instances / area, um2
clock buffers: 50 / 1100
fillers: 3227 / 17500
well taps: 525 / 657
clock inverters: 27 / 270
inverters: 60 / 225
multi-input cells: 1081 / 8190
flip-flops and latches: 382 / 11300
repair buffers: 40 / 350
Power is estimated from default activity; no workload was simulated.
